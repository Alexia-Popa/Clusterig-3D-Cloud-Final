===== /design/flow/design.v =====
`timescale 1ns/1ps
module fcc_distance_unit #(
  parameter W = 16
)(
  input  wire                clk,
  input  wire                rst,
  input  wire                in_valid,
  input  wire signed [W-1:0] ax,
  input  wire signed [W-1:0] ay,
  input  wire signed [W-1:0] az,
  input  wire signed [W-1:0] bx,
  input  wire signed [W-1:0] by,
  input  wire signed [W-1:0] bz,
  output reg                 out_valid,
  output reg  [39:0]         dist2
);
  reg signed [16:0] dx1;
  reg signed [16:0] dy1;
  reg signed [16:0] dz1;
  reg [33:0] dx2;
  reg [33:0] dy2;
  reg [33:0] dz2;
  always @(posedge clk) begin
    if (rst) begin
      dx1 <= 17'd0;
      dy1 <= 17'd0;
      dz1 <= 17'd0;
      dx2 <= 34'd0;
      dy2 <= 34'd0;
      dz2 <= 34'd0;
      dist2 <= 40'd0;
      out_valid <= 1'b0;
    end else begin
      dx1 <= ax - bx;
      dy1 <= ay - by;
      dz1 <= az - bz;
      dx2 <= dx1 * dx1;
      dy2 <= dy1 * dy1;
      dz2 <= dz1 * dz1;
      dist2 <= dx2 + dy2 + dz2;
      out_valid <= in_valid;
    end
  end
endmodule
module fcc_fsm #(
  parameter W = 16,
  parameter LABEL_W = 16,
  parameter COLS = 2048,
  parameter COL_W = 11,
  parameter DCU_LAT = 3,
  parameter [39:0] EPS_H2 = 40'd2500,
  parameter [39:0] EPS_V2 = 40'd2500
)(
  input  wire                   clk,
  input  wire                   rst,
  input  wire                   in_valid,
  output wire                   in_ready,
  input  wire [7:0]             in_row,    
  input  wire [COL_W-1:0]       in_col,
  input  wire signed [W-1:0]    in_x, in_y, in_z,
  input  wire                   in_is_ground,
  output wire                   mem_eol,
  output wire                   mem_we,
  output wire [COL_W-1:0]       mem_waddr,
  output wire signed [W-1:0]    mem_wx, mem_wy, mem_wz,
  output wire [LABEL_W-1:0]     mem_wlabel,
  output wire                   mem_wvalid,
  output wire [COL_W-1:0]       mem_raddr_m1,
  output wire [COL_W-1:0]       mem_raddr_0,
  output wire [COL_W-1:0]       mem_raddr_p1,
  input  wire signed [W-1:0]    mem_rx_m1, mem_ry_m1, mem_rz_m1,
  input  wire [LABEL_W-1:0]     mem_rlabel_m1,
  input  wire                   mem_rvalid_m1,
  input  wire signed [W-1:0]    mem_rx_0, mem_ry_0, mem_rz_0,
  input  wire [LABEL_W-1:0]     mem_rlabel_0,
  input  wire                   mem_rvalid_0,
  input  wire signed [W-1:0]    mem_rx_p1, mem_ry_p1, mem_rz_p1,
  input  wire [LABEL_W-1:0]     mem_rlabel_p1,
  input  wire                   mem_rvalid_p1,
  output reg                    merge_valid,
  output reg  [LABEL_W-1:0]     merge_a,
  output reg  [LABEL_W-1:0]     merge_b,
  input  wire                   merge_ready,
  output reg                    q_valid,
  output reg  [LABEL_W-1:0]     q_label,
  input  wire                   q_ready,
  input  wire                   q_out_valid,
  input  wire [LABEL_W-1:0]     q_root,
  output reg                    out_valid,
  input  wire                   out_ready,
  output reg  [7:0]             out_row,
  output reg  [COL_W-1:0]       out_col,
  output reg  [LABEL_W-1:0]     out_label_root
);
  wire accept = in_valid && in_ready;
  assign in_ready = (!out_valid) || out_ready;
  assign mem_raddr_m1 = (in_col==0) ? {COL_W{1'b0}} : (in_col - 1'b1);
  assign mem_raddr_0  = in_col;
  assign mem_raddr_p1 = (in_col==(COLS-1)) ? in_col : (in_col + 1'b1);
  assign mem_we    = accept;
  assign mem_waddr = in_col;
  assign mem_wx    = in_x;
  assign mem_wy    = in_y;
  assign mem_wz    = in_z;
  reg prev_valid;
  reg signed [W-1:0] prev_x, prev_y, prev_z;
  reg [LABEL_W-1:0]  prev_label;
  reg first_valid;
  reg signed [W-1:0] first_x, first_y, first_z;
  reg [LABEL_W-1:0]  first_label;
  reg [LABEL_W-1:0] next_label;
  reg [LABEL_W-1:0] p1_label;
  reg p1_valid_point;
  assign mem_wlabel = p1_label;
  assign mem_wvalid = p1_valid_point;
  assign mem_eol = accept && (in_col == (COLS-1));
  function [39:0] dist2_comb;
    input signed [W-1:0] ax, ay, az;
    input signed [W-1:0] bx, by, bz;
    reg signed [W:0] dx, dy, dz;
    reg [33:0] sx, sy, sz;
    begin
      dx = ax - bx; dy = ay - by; dz = az - bz;
      sx = dx*dx; sy = dy*dy; sz = dz*dz;
      dist2_comb = sx + sy + sz;
    end
  endfunction
  wire dcu_in_valid = accept && !in_is_ground;
  wire v_m1, v_0, v_p1;
  wire [39:0] d2_m1, d2_0, d2_p1;
  fcc_distance_unit #(.W(W)) dcu_m1 (
    .clk(clk), .rst(rst),
    .in_valid(dcu_in_valid && mem_rvalid_m1),
    .ax(in_x), .ay(in_y), .az(in_z),
    .bx(mem_rx_m1), .by(mem_ry_m1), .bz(mem_rz_m1),
    .out_valid(v_m1), .dist2(d2_m1)
  );
  fcc_distance_unit #(.W(W)) dcu_0 (
    .clk(clk), .rst(rst),
    .in_valid(dcu_in_valid && mem_rvalid_0),
    .ax(in_x), .ay(in_y), .az(in_z),
    .bx(mem_rx_0), .by(mem_ry_0), .bz(mem_rz_0),
    .out_valid(v_0), .dist2(d2_0)
  );
  fcc_distance_unit #(.W(W)) dcu_p1 (
    .clk(clk), .rst(rst),
    .in_valid(dcu_in_valid && mem_rvalid_p1),
    .ax(in_x), .ay(in_y), .az(in_z),
    .bx(mem_rx_p1), .by(mem_ry_p1), .bz(mem_rz_p1),
    .out_valid(v_p1), .dist2(d2_p1)
  );
  reg [LABEL_W-1:0] cur_label_d [0:DCU_LAT-1];
  reg [LABEL_W-1:0] nb_m1_d [0:DCU_LAT-1];
  reg [LABEL_W-1:0] nb_0_d  [0:DCU_LAT-1];
  reg [LABEL_W-1:0] nb_p1_d [0:DCU_LAT-1];
  reg cur_v_d [0:DCU_LAT-1];
  integer k;
  always @(posedge clk) begin
    if (rst) begin
      for (k=0; k<DCU_LAT; k=k+1) begin
        cur_label_d[k] <= 0;
        nb_m1_d[k] <= 0;
        nb_0_d[k]  <= 0;
        nb_p1_d[k] <= 0;
        cur_v_d[k] <= 1'b0;
      end
    end else begin
      cur_label_d[0] <= p1_label;
      nb_m1_d[0] <= mem_rlabel_m1;
      nb_0_d[0]  <= mem_rlabel_0;
      nb_p1_d[0] <= mem_rlabel_p1;
      cur_v_d[0] <= (accept && !in_is_ground);
      for (k=1; k<DCU_LAT; k=k+1) begin
        cur_label_d[k] <= cur_label_d[k-1];
        nb_m1_d[k] <= nb_m1_d[k-1];
        nb_0_d[k]  <= nb_0_d[k-1];
        nb_p1_d[k] <= nb_p1_d[k-1];
        cur_v_d[k] <= cur_v_d[k-1];
      end
    end
  end
  reg pending;
  reg [7:0] pend_row;
  reg [COL_W-1:0] pend_col;
  reg [LABEL_W-1:0] pend_label;
  always @(posedge clk) begin
    if (rst) begin
      prev_valid <= 1'b0;
      first_valid <= 1'b0;
      prev_x <= 0; prev_y <= 0; prev_z <= 0;
      first_x <= 0; first_y <= 0; first_z <= 0;
      prev_label <= 0; first_label <= 0;
      next_label <= 16'd1;
      p1_label <= 0;
      p1_valid_point <= 1'b0;
      merge_valid <= 1'b0;
      merge_a <= 0; merge_b <= 0;
      q_valid <= 1'b0;
      q_label <= 0;
      pending <= 1'b0;
      out_valid <= 1'b0;
      out_row <= 0;
      out_col <= 0;
      out_label_root <= 0;
    end else begin
      merge_valid <= 1'b0;
      q_valid <= 1'b0;
      if (out_valid && out_ready) out_valid <= 1'b0;
      if (accept && (in_col==0)) begin
        prev_valid <= 1'b0;
        first_valid <= 1'b0;
      end
      if (accept) begin
        if (in_is_ground) begin
          p1_valid_point <= 1'b0;
          prev_valid <= 1'b0;  
        end else begin
          p1_valid_point <= 1'b1;
          if (prev_valid && (dist2_comb(in_x,in_y,in_z, prev_x,prev_y,prev_z) < EPS_H2))
            p1_label <= prev_label;
          else begin
            p1_label <= next_label;
            next_label <= next_label + 1'b1;
          end
          if (!first_valid) begin
            first_valid <= 1'b1;
            first_x <= in_x; first_y <= in_y; first_z <= in_z;
            first_label <= (prev_valid && (dist2_comb(in_x,in_y,in_z, prev_x,prev_y,prev_z) < EPS_H2))
                           ? prev_label : next_label;
          end
          prev_valid <= 1'b1;
          prev_x <= in_x; prev_y <= in_y; prev_z <= in_z;
          prev_label <= (prev_valid && (dist2_comb(in_x,in_y,in_z, prev_x,prev_y,prev_z) < EPS_H2))
                        ? prev_label : next_label;
        end
        if (!in_is_ground && q_ready) begin
          q_valid <= 1'b1;
          q_label <= p1_label;
          pending <= 1'b1;
          pend_row <= in_row;
          pend_col <= in_col;
          pend_label <= p1_label;
        end
      end
      if (merge_ready && cur_v_d[DCU_LAT-1]) begin
        if (v_0 && (d2_0 < EPS_V2)) begin
          merge_valid <= 1'b1;
          merge_a <= cur_label_d[DCU_LAT-1];
          merge_b <= nb_0_d[DCU_LAT-1];
        end else if (v_m1 && (d2_m1 < EPS_V2)) begin
          merge_valid <= 1'b1;
          merge_a <= cur_label_d[DCU_LAT-1];
          merge_b <= nb_m1_d[DCU_LAT-1];
        end else if (v_p1 && (d2_p1 < EPS_V2)) begin
          merge_valid <= 1'b1;
          merge_a <= cur_label_d[DCU_LAT-1];
          merge_b <= nb_p1_d[DCU_LAT-1];
        end
      end
      if (merge_ready && accept && (in_col==(COLS-1)) && prev_valid && first_valid) begin
        if (dist2_comb(prev_x,prev_y,prev_z, first_x,first_y,first_z) < EPS_H2) begin
          merge_valid <= 1'b1;
          merge_a <= prev_label;
          merge_b <= first_label;
        end
      end
      if (q_out_valid && pending && (!out_valid || out_ready)) begin
        out_valid <= 1'b1;
        out_row <= pend_row;
        out_col <= pend_col;
        out_label_root <= q_root;
        pending <= 1'b0;
      end
    end
  end
endmodule

===== /design/flow/run.sh =====
#!/bin/bash
# OpenROAD 26Q1-2900-gdf79404cd8, Yosys 0.63+post, stock flow scripts
make -C /OpenROAD-flow-scripts/flow DESIGN_CONFIG=/design/flow/config.mk WORK_HOME=/design/flow/orfs finish

===== /design/flow/config.mk =====
export PLATFORM = sky130hd
export DESIGN_NAME = fcc_fsm
export DESIGN_NICKNAME = fcc_fsm
export VERILOG_FILES = /design/flow/design.v
export SDC_FILE = /design/flow/constraint.sdc
export NUM_CORES = 4
export LEC_CHECK = 1
export CORE_UTILIZATION = 50

===== /design/flow/constraint.sdc =====
current_design fcc_fsm

set clk_period 33.7
set clk_io_pct 0.2

create_clock -name clk0 -period $clk_period [get_ports {clk}]

set non_clock_inputs [all_inputs -no_clocks]
set_input_delay [expr $clk_period * $clk_io_pct] -clock clk0 $non_clock_inputs
set_output_delay [expr $clk_period * $clk_io_pct] -clock clk0 [all_outputs]

==> reports/summary.rpt <==
=============================================================================
Relative max-transition margin .................................        0.338
Area of the core ...............................................  0.389 sq mm
DP Wirelength ..................................................    436000 um
RSZ-0062 raised after global routing ...........................           no
Highest-delay cell along the critical path ..................... sky130_fd_sc_hd__clkdlybuf4s50_1
Cell chosen for the clock root ................................. sky130_fd_sc_hd__clkbuf_16
Placer Congestion ..............................................        0.959
CTS Hold Buffers Added .........................................            0
Die area .......................................................  0.394 sq mm
Worst path required time .......................................     34.51 ns
Setup Viol. Count Final ........................................            0
TritonRoute pass-1 iters .......................................            5
Height of the chip .............................................       628 um
Violation count after the first detailed-routing iteration .....         5452
Mean instance size in the synthesized netlist ..................   9.13 sq um
Count of library flops with an enable pin ......................           19
Number of distinct library cells after synthesis ...............           89
Width of the chip ..............................................       628 um
Signal arrival time at the worst endpoint ......................     22.37 ns
Final clock period utilization by the worst path ...............        0.640
Count of buffer and inverter cells on the critical path ........           12
Per-cell routed wire length ....................................      18.9 um
Share of the core filled by cells before placement .............        0.503
Number of cells produced by synthesis ..........................        21500
Fraction of layout instances using a drive strength above 1 ....       0.0339
Yosys reg bits .................................................         1003
Minimum setup slack among reg-to-reg paths .....................     18.18 ns
Outcome ........................................................ finished, final reports clean
Site row count .................................................          229
Peak Freq ......................................................     46.4 MHz
Leading cell type in the layout, fill and taps excluded ........ sky130_fd_sc_hd__inv_1
Most frequent cell on the critical path ........................ sky130_fd_sc_hd__fa_1
Total I/O pin count ............................................          484
Antenna violations before repair ...............................           54
Worst setup path category ...................................... input pin to register
Final critical path time including I/O delays and setup ........     21.56 ns
Reg clk slew, reported paths ...................................      0.07 ns
Fin. max-slew vios .............................................            0
DRC violations left ............................................            0
Clock latency on the worst-skew pair ...........................      0.95 ns
Count of buffers from port buffering ...........................          483
Final hold slack ...............................................     0.415 ns
Number of H-tree levels ........................................            3
Type of origin of the critical path ............................    input pin
Via density per instance .......................................         5.04
Residual antenna-violating net count after detailed routing ....            0
Count of warning messages emitted by the tools .................          104
Number of buffers inserted during clock tree synthesis .........          125
YS chip area ...................................................  0.196 sq mm
Number of cell instances after yosys synthesis .................        21500
Dominant logic cell types in the final layout .................. 5384 x sky130_fd_sc_hd__inv_1, 4142 x sky130_fd_sc_hd__fa_1, 1781 x sky130_fd_sc_hd__ha_1
Sequential share of the synthesized area .......................        0.103
Total number of yosys warnings .................................            7
Number of gates given a new drive strength after cts ...........            0
Worst Path Max Fanout ..........................................           21
Biggest cell delay along the critical path .....................      0.89 ns
Setup TNS ......................................................         0 ns
Largest net degree at the start of global routing ..............          153
Count of final hold-check violations ...........................            0
Mapped cell area ...............................................  0.196 sq mm
Max-cap violations .............................................            0
Async SR Flop Fraction .........................................            0
Multi-input gate area in the final layout ......................  0.153 sq mm
Dominant flop cell ............................................. sky130_fd_sc_hd__dfxtp_1
Area added between synthesis and finish ........................        7.78%
First-pass GRT wire length .....................................    820000 um
Number of post-CTS setup repair buffers ........................            0
Count of vias placed by the detailed router ....................       137000
Number of sinks handled by clock tree synthesis ................         1003
Overflow left after global routing .............................            0
Overall Global Routing Usage ...................................        0.293
Dominant delay contributor by cell family on the critical path .  adder cells
Worst Tran Pin Value ...........................................     0.992 ns
Number of global-route vias before repair ......................       146000
Class of the tightest hold or removal check .................... register to register
Clock Path Buffers .............................................            4
Seq. cell area ................................................. 0.0203 sq mm
Fillers ........................................................        35300
Worst setup skew after layout ..................................     0.158 ns
Final wirelength ...............................................    512000 um
Type of destination of the critical path .......................     register
TritonCTS clock tree ...........................................         done
=============================================================================
==> metrics by stage <==
| step | setup slack, ns | utilization | instances | cell area [sq um] |
|---|---|---|---|---|
| floorplan | 14.96 | - | 21500 | 196000 |
| global placement | 11.44 | 0.531 | 26800 | 207000 |
| detailed placement | 11.31 | 0.531 | 26800 | 207000 |
| CTS | 12.29 | 0.542 | 27100 | 211000 |
| global route | 11.07 | 0.542 | 27100 | 211000 |
| finish | 12.14 | 0.542 | 27100 | 211000 |
==> kinds of logic (layout without fill, tap and decap cells) <==
group | after synthesis | count (layout) | share of synthesized area
buffers and inverters | 6017 | 6409 | 0.117
adder cells (fa/ha/maj) | 5923 | 5923 | 0.537
multiplexers | 125 | 125 | 0.00694
AND-OR/OR-AND | 2047 | 2047 | 0.0653
AND/OR/NAND/NOR | 5483 | 5483 | 0.132
flip-flops | 1003 | 1003 | 0.103
XOR/XNOR | 866 | 866 | 0.0387
other | 0 | 25 | 0
==> area by class of cell <==
cell class / instances / area share
antenna: 25 / 0.000296
clock buffer: 165 / 0.0168
clock inverter: 66 / 0.00351
inverter: 5417 / 0.0963
multi-input combinational: 14400 / 0.724
sequential: 1003 / 0.0960
tap: 5197 / 0.0308
timing repair buffer: 761 / 0.0321
==> per-layer routing <==
metal  vias to the layer above  track usage  routed length, um
li1                      65100            -                  -
met1                     67600        0.400             197000
met2                      3102        0.453             244000
met3                       680        0.111              47500
met4                        66       0.0954              22700
met5                         -            0                426
==> cells in the mapped netlist, types with 30 or more instances <==
cell                       instances  area [sq um]
sky130_fd_sc_hd__a211oi_1         76           571
sky130_fd_sc_hd__a21boi_0        108           811
sky130_fd_sc_hd__a21o_1          264          1980
sky130_fd_sc_hd__a21oi_1         668          3340
sky130_fd_sc_hd__a31oi_1          54           338
sky130_fd_sc_hd__and2_1          604          3780
sky130_fd_sc_hd__and3_1           62           388
sky130_fd_sc_hd__buf_4            70           526
sky130_fd_sc_hd__clkbuf_1        505          1900
sky130_fd_sc_hd__dfxtp_1         984         19700
sky130_fd_sc_hd__fa_1           4142         82900
sky130_fd_sc_hd__ha_1           1781         22300
sky130_fd_sc_hd__inv_1          5384         20200
sky130_fd_sc_hd__mux2_2           46           518
sky130_fd_sc_hd__mux2i_1          69           691
sky130_fd_sc_hd__nand2_1        1723          6470
sky130_fd_sc_hd__nand2b_1        233          1460
sky130_fd_sc_hd__nand3_1         161           806
sky130_fd_sc_hd__nand4_1          58           363
sky130_fd_sc_hd__nor2_1         1594          5980
sky130_fd_sc_hd__nor2b_1         415          2600
sky130_fd_sc_hd__nor3_1          275          1380
sky130_fd_sc_hd__nor3b_1          46           345
sky130_fd_sc_hd__nor4_1           46           288
sky130_fd_sc_hd__o211ai_1         30           225
sky130_fd_sc_hd__o21a_1           89           668
sky130_fd_sc_hd__o21ai_0         427          2140
sky130_fd_sc_hd__o21bai_1         57           428
sky130_fd_sc_hd__o22ai_1          45           282
sky130_fd_sc_hd__o31ai_1          38           285
sky130_fd_sc_hd__or2_2            89           557
sky130_fd_sc_hd__or3_1            69           432
sky130_fd_sc_hd__xnor2_1         561          4910
sky130_fd_sc_hd__xor2_1          305          2670
==> sequential cells by signal, indices dropped and copies added, names as in the netlist, 34 cells and up <==
name          cells
cur_label_d      48
dcu_m1.dist2     34
nb_m1_d          48
dcu_0.dist2      34
nb_p1_d          48
nb_0_d           48
dcu_p1.dist2     34
==> final timing paths <==
| check | end | depth (start not counted) | start |
|---|---|---|---|
| setup / recovery | prev_label[14]$_SDFFE_PP0P_ | 57 | in_z[0] |
| hold / removal | nb_0_d[2][0]$_SDFF_PP0_ | 1 | nb_0_d[1][0]$_SDFF_PP0_ |
| hold reg to reg | nb_0_d[2][0]$_SDFF_PP0_ | 1 | nb_0_d[1][0]$_SDFF_PP0_ |
| setup reg to reg | merge_b[3]$_SDFF_PP0_ | 56 | prev_z[0]$_SDFFE_PP0P_ |
