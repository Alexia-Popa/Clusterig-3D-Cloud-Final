### /design/flow/design.v
module kmeans_distance_unit (
    input  [7:0] x1, y1, z1,
    input  [7:0] x2, y2, z2,
    output [17:0] dist2
);
    wire [8:0] dx = (x1 > x2) ? (x1 - x2) : (x2 - x1);
    wire [8:0] dy = (y1 > y2) ? (y1 - y2) : (y2 - y1);
    wire [8:0] dz = (z1 > z2) ? (z1 - z2) : (z2 - z1);
    assign dist2 = dx*dx + dy*dy + dz*dz;
endmodule
module kmeans_fsm_k7 #(
    parameter N    = 41,
    parameter ITER = 20
)(
    input clk,
    input rst,
    input [17:0] d0, d1, d2, d3, d4, d5, d6,
    input [7:0]  x, y, z,
    output reg [5:0] idx,
    output reg        we,
    output reg [5:0]  waddr,
    output reg [2:0]  wlabel,
    output reg [15:0] sumx0, sumx1, sumx2, sumx3, sumx4, sumx5, sumx6,
    output reg [15:0] sumy0, sumy1, sumy2, sumy3, sumy4, sumy5, sumy6,
    output reg [15:0] sumz0, sumz1, sumz2, sumz3, sumz4, sumz5, sumz6,
    output reg [5:0]  cnt0,  cnt1,  cnt2,  cnt3,  cnt4,  cnt5,  cnt6,
    output reg update_centroids,
    output reg done
);
    localparam SET_ADDR = 2'd0;
    localparam LATCH    = 2'd1;
    localparam APPLY    = 2'd2;
    localparam UPDATE   = 2'd3;
    reg [1:0] state;
    reg [5:0] i;
    reg [5:0] iter;
    reg [7:0] x_r, y_r, z_r;
    reg [5:0] idx_r;
    reg [2:0] lbl_r;
    reg [2:0]  min_lbl;
    reg [17:0] min_d;
    always @(*) begin
        min_lbl = 3'd0;
        min_d   = d0;
        if (d1 < min_d) begin min_d = d1; min_lbl = 3'd1; end
        if (d2 < min_d) begin min_d = d2; min_lbl = 3'd2; end
        if (d3 < min_d) begin min_d = d3; min_lbl = 3'd3; end
        if (d4 < min_d) begin min_d = d4; min_lbl = 3'd4; end
        if (d5 < min_d) begin min_d = d5; min_lbl = 3'd5; end
        if (d6 < min_d) begin min_d = d6; min_lbl = 3'd6; end
    end
    always @(posedge clk or posedge rst) begin
        if (rst) begin
            state <= SET_ADDR;
            i     <= 0;
            iter  <= 0;
            done  <= 0;
            idx <= 0;
            we  <= 0;
            update_centroids <= 0;
            sumx0<=0; sumx1<=0; sumx2<=0; sumx3<=0; sumx4<=0; sumx5<=0; sumx6<=0;
            sumy0<=0; sumy1<=0; sumy2<=0; sumy3<=0; sumy4<=0; sumy5<=0; sumy6<=0;
            sumz0<=0; sumz1<=0; sumz2<=0; sumz3<=0; sumz4<=0; sumz5<=0; sumz6<=0;
            cnt0<=0;  cnt1<=0;  cnt2<=0;  cnt3<=0;  cnt4<=0;  cnt5<=0;  cnt6<=0;
        end else if (!done) begin
            we <= 0;
            update_centroids <= 0;
            case (state)
            SET_ADDR: begin
                idx <= i;
                state <= LATCH;
            end
            LATCH: begin
                x_r   <= x;
                y_r   <= y;
                z_r   <= z;
                idx_r <= i;
                lbl_r <= min_lbl;  
                state <= APPLY;
            end
            APPLY: begin
                we     <= 1;
                waddr  <= idx_r;
                wlabel <= lbl_r;
                case (lbl_r)
                    3'd0: begin sumx0<=sumx0+x_r; sumy0<=sumy0+y_r; sumz0<=sumz0+z_r; cnt0<=cnt0+1; end
                    3'd1: begin sumx1<=sumx1+x_r; sumy1<=sumy1+y_r; sumz1<=sumz1+z_r; cnt1<=cnt1+1; end
                    3'd2: begin sumx2<=sumx2+x_r; sumy2<=sumy2+y_r; sumz2<=sumz2+z_r; cnt2<=cnt2+1; end
                    3'd3: begin sumx3<=sumx3+x_r; sumy3<=sumy3+y_r; sumz3<=sumz3+z_r; cnt3<=cnt3+1; end
                    3'd4: begin sumx4<=sumx4+x_r; sumy4<=sumy4+y_r; sumz4<=sumz4+z_r; cnt4<=cnt4+1; end
                    3'd5: begin sumx5<=sumx5+x_r; sumy5<=sumy5+y_r; sumz5<=sumz5+z_r; cnt5<=cnt5+1; end
                    3'd6: begin sumx6<=sumx6+x_r; sumy6<=sumy6+y_r; sumz6<=sumz6+z_r; cnt6<=cnt6+1; end
                endcase
                if (i == N-1) begin
                    i <= 0;
                    state <= UPDATE;
                end else begin
                    i <= i + 1;
                    state <= SET_ADDR;
                end
            end
            UPDATE: begin
                update_centroids <= 1;
                if (iter == ITER-1) begin
                    done <= 1;
                end else begin
                    iter <= iter + 1;
                    sumx0<=0; sumx1<=0; sumx2<=0; sumx3<=0; sumx4<=0; sumx5<=0; sumx6<=0;
                    sumy0<=0; sumy1<=0; sumy2<=0; sumy3<=0; sumy4<=0; sumy5<=0; sumy6<=0;
                    sumz0<=0; sumz1<=0; sumz2<=0; sumz3<=0; sumz4<=0; sumz5<=0; sumz6<=0;
                    cnt0<=0;  cnt1<=0;  cnt2<=0;  cnt3<=0;  cnt4<=0;  cnt5<=0;  cnt6<=0;
                    state <= SET_ADDR;
                end
            end
            endcase
        end
    end
endmodule
module kmeans_point_memory #(
    parameter N = 41
)(
    input clk,
    input  [5:0] raddr,          
    output [7:0] x, y, z,
    output [2:0] label,          
    input        we,
    input  [5:0] waddr,
    input  [2:0] wlabel
);
    reg [7:0] x_mem [0:N-1];
    reg [7:0] y_mem [0:N-1];
    reg [7:0] z_mem [0:N-1];
    reg [2:0] label_mem [0:N-1];
    integer i;
    initial begin
    x_mem[0]=10;  y_mem[0]=10;  z_mem[0]=10;
    x_mem[1]=13;  y_mem[1]=12;  z_mem[1]=9;
    x_mem[2]=8;   y_mem[2]=15;  z_mem[2]=11;
    x_mem[3]=12;  y_mem[3]=11;  z_mem[3]=13;
    x_mem[4]=9;   y_mem[4]=14;  z_mem[4]=8;
    x_mem[5]=50;  y_mem[5]=50;  z_mem[5]=50;
    x_mem[6]=52;  y_mem[6]=48;  z_mem[6]=53;
    x_mem[7]=48;  y_mem[7]=55;  z_mem[7]=49;
    x_mem[8]=51;  y_mem[8]=53;  z_mem[8]=52;
    x_mem[9]=49;  y_mem[9]=47;  z_mem[9]=48;
    x_mem[10]=90; y_mem[10]=20; z_mem[10]=70;
    x_mem[11]=88; y_mem[11]=23; z_mem[11]=72;
    x_mem[12]=93; y_mem[12]=18; z_mem[12]=68;
    x_mem[13]=91; y_mem[13]=21; z_mem[13]=74;
    x_mem[14]=87; y_mem[14]=19; z_mem[14]=69;
    x_mem[15]=20; y_mem[15]=80; z_mem[15]=30;
    x_mem[16]=22; y_mem[16]=78; z_mem[16]=33;
    x_mem[17]=18; y_mem[17]=83; z_mem[17]=28;
    x_mem[18]=21; y_mem[18]=81; z_mem[18]=31;
    x_mem[19]=19; y_mem[19]=79; z_mem[19]=29;
    x_mem[20]=70; y_mem[20]=70; z_mem[20]=20;
    x_mem[21]=72; y_mem[21]=68; z_mem[21]=25;
    x_mem[22]=68; y_mem[22]=75; z_mem[22]=18;
    x_mem[23]=71; y_mem[23]=69; z_mem[23]=22;
    x_mem[24]=69; y_mem[24]=73; z_mem[24]=21;
    x_mem[25]=40; y_mem[25]=10; z_mem[25]=90;
    x_mem[26]=42; y_mem[26]=12; z_mem[26]=88;
    x_mem[27]=38; y_mem[27]=9;  z_mem[27]=93;
    x_mem[28]=41; y_mem[28]=11; z_mem[28]=91;
    x_mem[29]=39; y_mem[29]=8;  z_mem[29]=89;
    x_mem[30]=100; y_mem[30]=100; z_mem[30]=100;
    x_mem[31]=102; y_mem[31]=98;  z_mem[31]=99;
    x_mem[32]=98;  y_mem[32]=101; z_mem[32]=103;
    x_mem[33]=101; y_mem[33]=99;  z_mem[33]=97;
    x_mem[34]=99;  y_mem[34]=102; z_mem[34]=101;
    x_mem[35]=120; y_mem[35]=5;   z_mem[35]=90;
    x_mem[36]=30;  y_mem[36]=80;  z_mem[36]=10;
    x_mem[37]=5;   y_mem[37]=100; z_mem[37]=40;
    x_mem[38]=115; y_mem[38]=60;  z_mem[38]=20;
    x_mem[39]=60;  y_mem[39]=5;   z_mem[39]=120;
    x_mem[40]=55;  y_mem[40]=20;  z_mem[40]=115;
end
    assign x     = x_mem[raddr];
    assign y     = y_mem[raddr];
    assign z     = z_mem[raddr];
    assign label = label_mem[raddr];
    always @(posedge clk)
        if (we)
            label_mem[waddr] <= wlabel;
endmodule
module kmeans_top #(
    parameter N    = 41,
    parameter ITER = 20         
)(
    input  clk,
    input  rst,
    output done
);
    wire [5:0] idx;
    wire [7:0] x, y, z;
    wire        we;
    wire [5:0]  waddr;
    wire [2:0]  wlabel;
    reg [7:0] cx0, cy0, cz0;
    reg [7:0] cx1, cy1, cz1;
    reg [7:0] cx2, cy2, cz2;
    reg [7:0] cx3, cy3, cz3;
    reg [7:0] cx4, cy4, cz4;
    reg [7:0] cx5, cy5, cz5;
    reg [7:0] cx6, cy6, cz6;
    wire [17:0] d0, d1, d2, d3, d4, d5, d6;
    wire [15:0] sumx0, sumx1, sumx2, sumx3, sumx4, sumx5, sumx6;
    wire [15:0] sumy0, sumy1, sumy2, sumy3, sumy4, sumy5, sumy6;
    wire [15:0] sumz0, sumz1, sumz2, sumz3, sumz4, sumz5, sumz6;
    wire [5:0]  cnt0,  cnt1,  cnt2,  cnt3,  cnt4,  cnt5,  cnt6;
    wire update_centroids;
    initial begin
        cx0=10;  cy0=10;  cz0=10;
        cx1=50;  cy1=50;  cz1=50;
        cx2=90;  cy2=20;  cz2=70;
        cx3=20;  cy3=80;  cz3=30;
        cx4=70;  cy4=70;  cz4=20;
        cx5=40;  cy5=10;  cz5=90;
        cx6=100; cy6=100; cz6=100;
    end
    kmeans_point_memory #(N) PM (
        .clk(clk),
        .raddr(idx),
        .x(x), .y(y), .z(z),
        .label(),
        .we(we),
        .waddr(waddr),
        .wlabel(wlabel)
    );
    kmeans_distance_unit DU0 (x,y,z,cx0,cy0,cz0,d0);
    kmeans_distance_unit DU1 (x,y,z,cx1,cy1,cz1,d1);
    kmeans_distance_unit DU2 (x,y,z,cx2,cy2,cz2,d2);
    kmeans_distance_unit DU3 (x,y,z,cx3,cy3,cz3,d3);
    kmeans_distance_unit DU4 (x,y,z,cx4,cy4,cz4,d4);
    kmeans_distance_unit DU5 (x,y,z,cx5,cy5,cz5,d5);
    kmeans_distance_unit DU6 (x,y,z,cx6,cy6,cz6,d6);
    kmeans_fsm_k7 #(N, ITER) FSM (
        .clk(clk),
        .rst(rst),
        .d0(d0), .d1(d1), .d2(d2),
        .d3(d3), .d4(d4), .d5(d5), .d6(d6),
        .x(x), .y(y), .z(z),
        .idx(idx),
        .we(we),
        .waddr(waddr),
        .wlabel(wlabel),
        .sumx0(sumx0), .sumx1(sumx1), .sumx2(sumx2),
        .sumx3(sumx3), .sumx4(sumx4), .sumx5(sumx5), .sumx6(sumx6),
        .sumy0(sumy0), .sumy1(sumy1), .sumy2(sumy2),
        .sumy3(sumy3), .sumy4(sumy4), .sumy5(sumy5), .sumy6(sumy6),
        .sumz0(sumz0), .sumz1(sumz1), .sumz2(sumz2),
        .sumz3(sumz3), .sumz4(sumz4), .sumz5(sumz5), .sumz6(sumz6),
        .cnt0(cnt0), .cnt1(cnt1), .cnt2(cnt2),
        .cnt3(cnt3), .cnt4(cnt4), .cnt5(cnt5), .cnt6(cnt6),
        .update_centroids(update_centroids),
        .done(done)
    );
    always @(posedge clk) begin
        if (update_centroids) begin
            if (cnt0) cx0<=sumx0/cnt0; else cx0<=10;
            if (cnt1) cx1<=sumx1/cnt1; else cx1<=50;
            if (cnt2) cx2<=sumx2/cnt2; else cx2<=90;
            if (cnt3) cx3<=sumx3/cnt3; else cx3<=20;
            if (cnt4) cx4<=sumx4/cnt4; else cx4<=70;
            if (cnt5) cx5<=sumx5/cnt5; else cx5<=40;
            if (cnt6) cx6<=sumx6/cnt6; else cx6<=120;
            if (cnt0) cy0<=sumy0/cnt0; else cy0<=10;
            if (cnt1) cy1<=sumy1/cnt1; else cy1<=50;
            if (cnt2) cy2<=sumy2/cnt2; else cy2<=20;
            if (cnt3) cy3<=sumy3/cnt3; else cy3<=80;
            if (cnt4) cy4<=sumy4/cnt4; else cy4<=70;
            if (cnt5) cy5<=sumy5/cnt5; else cy5<=10;
            if (cnt6) cy6<=sumy6/cnt6; else cy6<=5;
            if (cnt0) cz0<=sumz0/cnt0; else cz0<=10;
            if (cnt1) cz1<=sumz1/cnt1; else cz1<=50;
            if (cnt2) cz2<=sumz2/cnt2; else cz2<=70;
            if (cnt3) cz3<=sumz3/cnt3; else cz3<=30;
            if (cnt4) cz4<=sumz4/cnt4; else cz4<=20;
            if (cnt5) cz5<=sumz5/cnt5; else cz5<=90;
            if (cnt6) cz6<=sumz6/cnt6; else cz6<=90;
        end
    end
endmodule
### /design/flow/run.sh
#!/bin/bash
# OpenROAD 26Q1-2900-gdf79404cd8, Yosys 0.63+post, stock flow scripts
make -C /OpenROAD-flow-scripts/flow DESIGN_CONFIG=/design/flow/config.mk WORK_HOME=/design/flow/orfs finish
### /design/flow/config.mk
export PLATFORM = sky130hd
export DESIGN_NAME = kmeans_top
export DESIGN_NICKNAME = kmeans_top
export VERILOG_FILES = /design/flow/design.v
export SDC_FILE = /design/flow/constraint.sdc
export NUM_CORES = 4
export LEC_CHECK = 1
export CORE_AREA = 10 10 77 77
export DIE_AREA = 0 0 87 87
### /design/flow/constraint.sdc
current_design kmeans_top

set clk_period 3.1
set clk_io_pct 0.2

create_clock -name clk0 -period $clk_period [get_ports {clk}]

set non_clock_inputs [all_inputs -no_clocks]
set_input_delay [expr $clk_period * $clk_io_pct] -clock clk0 $non_clock_inputs
set_output_delay [expr $clk_period * $clk_io_pct] -clock clk0 [all_outputs]
==> metrics.cfg <==
[power]
internal-power_w = 0.000314
p_leak_nw = 0.405
pwr-share-clk = 0.412
power_density_mw_per_mm2 = 415
p_switching_w = 0.0000729
switching_share = 0.188
pwr-share-comb = 0.014
p_seq_frac = 0.574
max-vdd-ir-drop_mv = 0.260

[job]
tool_warnings = 26
maxCapViolCount = 0

[yosys]
synth-main-ff-cell = dfrtp_1
ys_cells = 72
netlist_instances = 72
synth_area_um2 = 815
syn_avg_cell_area_um2 = 11.3
ys_seq_share = 0.524
ys.warnings.count = 3
yosys-stat-area_um2 = 815
synth_cell_types = 29
edf_count = 0
synth_flops = 17
synthArstFlopShare = 1.00

[clock_tree]
clk_latency_ps = 240
clkTransAtPathRegs_ps = 60
cts_setup_buffers = 0
cts_hold_buf = 0
cts_root_buf = clkbuf_8
cts_resized = 0
numCtsBuffers = 3
cts_htree_levels = 1
clk_path_buf_depth = 2
clkSinkCount = 17
cts_tree = done

[critical_path]
worstPathRequired_ps = 2480
timing.rr.end = FSM.iter[1]
cp-end-kind = output pin
endpoint = done
cpPeakStageDelay_ps = 520
slowest_stage = clkdlybuf4s50_1
path_max_fanout = 9
rr_startpoint = FSM.iter[0]
critical_path.cell_chain = clkdlybuf4s50_1
r2r_cells = 4
crit_type = reg -> out
cp.arrival_ps = 1260
r2r_slack_ps = 1550
cp_num_cells = 1
path_buffers = 1
critPathLaunch = FSM.done
startpoint_type = flop
critPathTopFamily = buffers and inverters

[die]
rows = 24
dieArea_mm2 = 0.00757
coreArea_mm2 = 0.00435
io_pins = 3
die_x_um = 87
die_y_um = 87
fp_util = 0.187

[detailed_routing]
diodes = 0
drt_wl_total_um = 1300
dr.pass1.iters = 4
wl_per_cell_um = 10.1
routed_via_density = 4.27
drc_errors = 0
drt_iter0_markers = 45
num_vias = 551
ant_nets = 0

[worst_hold_path]
min-delay-path-class = reg -> reg

[timing]
fin_tns_setup_ps = 0
hold-worst-slack_ps = 477
finalCriticalPeriod_ps = 1880
maxSlewViolCount = 0
rsz0062_at_grt = no
finalSetupViolCount = 0
slew_headroom = 0.584
hold_violations = 0
fmax_mhz = 532
final.setup_skew_ps = 1.97
period_used_share = 0.607
worstMarginPinSlew_ps = 624

[global_routing]
grt_first_pass_wirelength_um = 2320
grt-ovfl-total = 0
grt_util_all_layers = 0.0359
grt_max_degree = 18
antenna_found_initial = 0
grt_pass1_vias = 513

[placed_design]
gp_congestion = 0.826
dp_hpwl_um = 942
port_buffers = 2
place_area_um2 = 888

[finish]
fillerInstances = 446
mi_logic_area_um2 = 358
lay_top_cells = dfrtp_1 (16), o21ai_0 (7), inv_1 (5), nand2_1 (5), xnor2_1 (5)
finalInstanceArea_um2 = 933
drive_gt1_frac = 0.143
area_growth_pct = 14.6
flop_area_um2 = 427
lay_top_count = dfrtp_1

[outcome]
run_status = completed

-- synth_stat cells, types with 2 or more instances --
master   instances  area (um2)
dfrtp_1         16         400
ha_1             3        37.5
nand2_1          5        18.8
nand3_1          2        10.0
nor2_1           3        11.3
xnor2_1          5        43.8
inv_1            5        18.8
o21ai_0          7        35.0
nand4_1          4        25.0
mux2_2           3        33.8
-- worst min path at each step --
stage	cells after the start	from	end
after CTS	2	FSM.state[0]	FSM.state[0]
after global routing	1	FSM.i[4]	FSM.i[4]
final	2	FSM.state[0]	FSM.state[0]
-- cell families (layout without fill, tap and decap cells) --
kind of cell             after synthesis  in the layout  synth area share
multiplexers                           3              3            0.0415
flip-flops                            17             17             0.524
AND/OR/NAND/NOR                       23             23             0.174
AND-OR/OR-AND                         15             15             0.124
adder cells (fa/ha/maj)                3              3            0.0461
buffers and inverters                  6             11            0.0369
XOR/XNOR                               5              5            0.0538
-- metal layers --
layer  track usage  part of all wire
met5             0                 0
met4       0.00147                 0
met3        0.0132             0.046
met2        0.0553              0.47
met1        0.0496              0.48
-- final cells by class --
| type | instances | share of cell area |
|---|---|---|
| tap | 52 | 0.0697 |
| sequential | 17 | 0.457 |
| timing repair buffer | 2 | 0.0214 |
| clock buffer | 4 | 0.0483 |
| inverter | 5 | 0.0201 |
| multi-input combinational | 49 | 0.383 |
-- stage by stage --
stage	utilization	worst slack, ps	power, W	std cells
finish	0.214	1220	0.000387	129
global route	0.214	1140	0.000408	129
CTS	0.214	1190	0.000393	129
detailed placement	0.204	1460	0.000232	125
global placement	0.204	1490	0.000232	125
floorplan	-	1710	0.000229	72
-- power groups by stage --
stage / registers [W] / clock network (W) / logic (W)
after CTS: 0.000222 / 0.000165 / 0.00000587
final: 0.000222 / 0.000160 / 0.00000542
after global routing: 0.000222 / 0.000180 / 0.00000665
No activity file was given, so power comes from the tool's default toggle rates.
