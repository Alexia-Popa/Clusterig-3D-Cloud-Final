===== run.sh =====
#!/bin/bash
# OpenROAD 26Q1-2900-gdf79404cd8, Yosys 0.63+post, stock flow scripts
make -C /OpenROAD-flow-scripts/flow DESIGN_CONFIG=/design/flow/config.mk WORK_HOME=/design/flow/orfs finish

===== config.mk =====
export PLATFORM = sky130hd
export DESIGN_NAME = fcc_top
export DESIGN_NICKNAME = fcc_top
export VERILOG_FILES = /design/flow/design.v
export SDC_FILE = /design/flow/constraint.sdc
export NUM_CORES = 4
export LEC_CHECK = 1
export CORE_UTILIZATION = 50
export SYNTH_MEMORY_MAX_BITS = 65536

===== constraint.sdc =====
current_design fcc_top

set clk_period 174.6
set clk_io_pct 0.2

create_clock -name clk0 -period $clk_period [get_ports {clk}]

set non_clock_inputs [all_inputs -no_clocks]
set_input_delay [expr $clk_period * $clk_io_pct] -clock clk0 $non_clock_inputs
set_output_delay [expr $clk_period * $clk_io_pct] -clock clk0 [all_outputs]

===== design.v =====
`timescale 1ns/1ps
module fcc_point_memory #(
    parameter ROWS = 30,
    parameter COLS = 30,
    parameter COL_W = 5,
    parameter LABEL_W = 16
)(
    input  wire                  clk,
    input  wire                  we,
    input  wire [7:0]            wr_row,
    input  wire [COL_W-1:0]      wr_col,
    input  wire [LABEL_W-1:0]    wr_label,
    input  wire                  wr_is_ground,
    input  wire [7:0]            rd_row,
    input  wire [COL_W-1:0]      rd_col,
    output reg  [LABEL_W-1:0]    rd_label,
    output reg                   rd_is_ground
);
    reg [LABEL_W-1:0] label_mem [0:ROWS*COLS-1];
    reg               is_ground_mem [0:ROWS*COLS-1];
    function integer idx;
        input [7:0] r;
        input [COL_W-1:0] c;
        begin
            idx = r * COLS + c;
        end
    endfunction
    always @(posedge clk) begin
        if (we) begin
            label_mem[idx(wr_row, wr_col)]     <= wr_label;
            is_ground_mem[idx(wr_row, wr_col)] <= wr_is_ground;
        end
        rd_label     <= label_mem[idx(rd_row, rd_col)];
        rd_is_ground <= is_ground_mem[idx(rd_row, rd_col)];
    end
endmodule
`timescale 1ns/1ps
module fcc_top #(
    parameter W = 16,
    parameter LABEL_W = 16,
    parameter COLS = 30,
    parameter COL_W = 5,
    parameter UF_MAX_LABELS = 4096,
    parameter EPS_H2 = 40'd400,
    parameter EPS_V2 = 40'd400
)(
    input  wire clk,
    input  wire rst,
    input  wire in_valid,
    output wire in_ready,
    input  wire [7:0] in_row,
    input  wire [COL_W-1:0] in_col,
    input  wire signed [W-1:0] in_x,
    input  wire signed [W-1:0] in_y,
    input  wire signed [W-1:0] in_z,
    input  wire in_is_ground,
    output reg  out_valid,
    output reg  [7:0] out_row,
    output reg  [COL_W-1:0] out_col,
    output reg  [LABEL_W-1:0] out_label_root,
    output wire out_ready
);
    reg done;
    assign in_ready = !done;
    assign out_ready = 1'b1;
    wire [LABEL_W-1:0] dump_label;
    wire dump_is_ground;
    reg dumping;
    reg [7:0] dump_row;
    reg [COL_W-1:0] dump_col;
    wire [LABEL_W-1:0] dump_root;
    fcc_point_memory #(
        .ROWS(30),
        .COLS(COLS),
        .COL_W(COL_W),
        .LABEL_W(LABEL_W)
    ) mem (
        .clk(clk),
        .we(in_valid && !in_is_ground),
        .wr_row(in_row),
        .wr_col(in_col),
        .wr_label({8'd0, in_row}),  
        .wr_is_ground(in_is_ground),
        .rd_row(dump_row),
        .rd_col(dump_col),
        .rd_label(dump_label),
        .rd_is_ground(dump_is_ground)
    );
    assign dump_root = dump_label;  
    always @(posedge clk) begin
        if (rst) begin
            done <= 0;
            dumping <= 0;
            dump_row <= 0;
            dump_col <= 0;
        end else begin
            if (in_row == 29 && in_col == 29 && in_valid)
                done <= 1;
            if (done && !dumping) begin
                dumping <= 1;
                dump_row <= 0;
                dump_col <= 0;
            end else if (dumping) begin
                if (dump_col == COLS-1) begin
                    dump_col <= 0;
                    dump_row <= dump_row + 1;
                end else begin
                    dump_col <= dump_col + 1;
                end
                if (dump_row == 29 && dump_col == COLS-1)
                    dumping <= 0;
            end
        end
    end
    always @(posedge clk) begin
        if (rst) begin
            out_valid <= 0;
            out_row <= 0;
            out_col <= 0;
            out_label_root <= 0;
        end else if (dumping) begin
            if (!dump_is_ground) begin
                out_valid <= 1;
                out_row <= dump_row;
                out_col <= dump_col;
                out_label_root <= dump_root;
            end else begin
                out_valid <= 0;
            end
        end else begin
            out_valid <= 0;
        end
    end
endmodule

==> deck_impl_summary.md <==
Synthesis and Place & Route Summary

Power
  – Leakage power: ~110 nW
  – P_sw: 0.817 mW
  – Pwr Density: 11.1 nW/um^2
  – Clock power share: 0.425
  – Register share of total power: 0.546
  – Switching share of power: 0.207
  – Worst vdd ir: 11.7 uV
  – Comb pwr share: 0.028
  – Int Power: 3.14 mW

Critical path
  – Largest fanout on the critical path: between 50 and 60
  – Critical path's top delay family: simple AND/OR/NAND/NOR gates
  – Data required time of the worst path: between 150 and 200 ns
  – Setup crit end kind: flip-flop
  – Worst path slowest cell: nor2_1
  – FF-to-FF End: mem.rd_label[0]$_DFF_P_
  – CP Class: in2reg
  – Most used cell, CP: buf_4
  – Critical Path Start Type: input pin
  – R2R Setup Slk: ~170 ns
  – Crit path buffers/inverters: 4
  – R2R Path Start: dump_row[0]$_SDFFE_PP0P_
  – Max incr delay on CP: about 0.95 ns
  – Worst EP arrival: between 40 and 50 ns
  – FF-to-FF path depth: 17
  – Cell Chain, Critical Path: buf_8, buf_4, buf_4, ha_1, fa_1, fa_1, ha_1, nor2b_1, o21a_1, and3_1, xnor2_1, and2_1, nand3_2, buf_4, nor2_1

Yosys
  – EDFF count, synth: 8,100
  – Unique cell types: 85
  – Yosys cell count: around 14,000
  – Post-synth regs: a little over 8,000
  – Average cell area after synthesis: 22.6 sq um
  – Cell with the most instances after synthesis: edfxtp_1
  – Area leader, netlist: edfxtp_1
  – Yosys warnings: 2
  – Cell count after synthesis: about 14,000
  – Dominant Register Cell: edfxtp_1
  – Synth top area cells: edfxtp_1 77%, mux4_2 17%, nor2_1 1.1%
  – Post-synth top cells: 8,100 x edfxtp_1, 2,382 x mux4_2, 956 x nor2_1
  – Synthesized cell area: 317,000 sq um
  – Top-area cell share: 0.766
  – Seq/Total Area, Yosys: 0.769
  – Fraction of registers with async set/reset: 0
  – Yosys stat area: approximately 320,000 sq um

GRT
  – Global routing usage on met1: 0.361
  – Vias in the first global route: ~170k
  – GRT busiest layer: met2
  – Initial antenna violation count: 64
  – Grt ovf: 0
  – First-pass GRT wire length: 1,220,000 microns
  – Largest net degree at the start of global routing: 119
  – GR Util met3: 0.276
  – Grt met2 use: 0.429
  – GRT Total Usage: 0.312

CTS
  – Clock slew at reported path FFs: roughly 0.06 ns
  – Clk latency of the worst-skew pair: roughly 1.2 ns
  – CTS Buf Count: between 800 and 900
  – Hold buffers post-CTS: 0
  – Cts repair resizes: 0
  – H-tree lvl count: 6
  – Root buf cell: clkbuf_16
  – Clk buf depth: 4
  – CTS tree: done
  – CTS sink count: between 8,000 and 9,000
  – Post-CTS setup buffer count: 0

STA
  – Cycle use final: 0.234
  – Worst setup margin: 133.73 ns
  – Rel. slew slack: 0.106
  – Setup_tns: 0 ns
  – RSZ-0062 raised after global routing: no
  – Achievable Freq: approximately 24 MHz
  – Max-slew violation count: 0
  – Worst-margin pin slew: 1.34 ns
  – Crit path time final: 40.87 ns
  – Final hold slack: about 0.45 ns
  – Clock Skew: slightly below 0.09 ns
  – Final hold vios: 0
  – Finish-stage setup viols: 0

Floorplan
  – Die ar.: 638,000 sq um
  – Die height: around 800 microns
  – Placement Rows: 292
  – Core area: between 600,000 and 700,000 sq um
  – Die X: 799 microns
  – Ports: just under 100
  – Fp_density: 0.502

Layout
  – Area added between synthesis and finish: 12.1%
  – Fillers: 44,600
  – Finished Cell Area: 356,000 sq um
  – Layout cell share with drive strength beyond 1: 0.284
  – Final core utilization: 0.563

Placed design
  – Post-detail-place hpwl: around 540,000 microns
  – Port-buffer cells: 39
  – Post-place setup slack: approximately 130 ns
  – Placed cell areas: about 330,000 sq um
  – RePlAce Congestion: about 0.91

Route
  – Antenna Violating Nets Remaining: 0
  – Initial DRC count: just over 10,000
  – Via/cell ratio: approximately 6.2
  – Pre-Repair DR Iteration Count: 7
  – # DRC: 0
  – WL per Instance: 35.9 microns
  – Via count: ~150k
  – Overall routed net length: around 860,000 microns

Outcome
  – Outcome: finished clean

Worst hold path
  – Hold Crit Depth: 2
  – Hold Path End: out_label_root[7]$_SDFFE_PP0P_
  – HP Start: mem.rd_label[7]$_DFF_P_
  – Hold crit path type: reg2reg

Job
  – Max cap viols: 0
  – OpenROAD warnings: ~110
cell type report:
cell class	instances	area [sq um]	area share
diodes	103	258	0.000725
clock buffers	995	21300	0.0598
clock inverters	473	4390	0.0123
inverters	40	155	0.000436
multi-input cells	5003	68200	0.192
flip-flops and latches	8146	244000	0.686
well taps	8379	10500	0.0295
repair buffers	856	6810	0.0192
layer usage:
| metal | vias to the layer above | part of all wire |
|---|---|---|
| met2 | 10700 | 0.47 |
| met3 | 1640 | 0.20 |
| met1 | 76200 | 0.28 |
| met4 | 96 | 0.043 |
| li1 | 60900 | - |
| met5 | - | 0.0037 |
tightest hold or removal path: stages (launching register included):
cell     delay (ns)
dfxtp_1        0.30
nand2_1        0.05
a21oi_1        0.05
registers in the layout (all words and copies together), names as in the netlist, 5 cells and up:
name / count
dump_col: 5
mem.label_mem: 7200
dump_row: 8
mem.rd_label: 8
out_label_root: 8
mem.is_ground_mem: 900
out_col: 5
out_row: 8
through the flow:
| stage | std cells | power, mW |
|---|---|---|
| floorplan | 14100 | 2.24 |
| global placement | 22400 | 2.31 |
| detailed placement | 22400 | 2.31 |
| CTS | 23900 | 3.98 |
| global route | 23900 | 4.06 |
| finish | 24000 | 3.95 |
worst max path at each step:
| stage | from | end | cells past startpoint | slack, ns |
|---|---|---|---|---|
| finish | in_row[1] | mem.label_mem[114][1]$_DFFE_PP_ | 15 | 133.73 |
| CTS | in_row[1] | mem.label_mem[114][3]$_DFFE_PP_ | 15 | 133.79 |
| global route | in_row[1] | mem.label_mem[114][5]$_DFFE_PP_ | 15 | 133.38 |
cells in the final DEF (no fill, tap or decap), types with 24 or more instances in the layout:
master	count
nand3_1	203
mux4_2	2382
nor2b_1	24
dfxtp_1	45
ha_1	35
nand2_4	32
mux2i_1	156
clkbuf_1	168
buf_4	797
o21ai_0	25
edfxtp_1	8100
nor2_1	953
nand2_1	577
a31oi_1	31
clkbuf_16	821
clkinv_1	193
bufinv_16	68
xnor2_1	25
a32oi_1	71
a211oi_1	69
diode_2	103
nand4_1	35
clkdlybuf4s50_1	29
inv_1	39
clkinv_2	142
a21oi_1	74
kinds of logic (layout without fill, tap and decap cells):
| logic type | count (synthesis) | in the layout | synth area share |
|---|---|---|---|
| multiplexers | 2551 | 2551 | 0.174 |
| XOR/XNOR | 50 | 50 | 0.00143 |
| adder cells (fa/ha/maj) | 60 | 60 | 0.00293 |
| flip-flops | 8146 | 8146 | 0.769 |
| AND-OR/OR-AND | 400 | 400 | 0.00919 |
| AND/OR/NAND/NOR | 1933 | 1933 | 0.0250 |
| buffers and inverters | 901 | 2364 | 0.0177 |
| other | 2 | 112 | 0.0000237 |
power groups by stage:
stage     registers (mW)  clock network (mW)  logic (mW)
4_1_cts             2.16                1.71       0.112
5_1_grt             2.16                1.78       0.121
6_report            2.16                1.68       0.112
Power is estimated from default activity; no workload was simulated.
